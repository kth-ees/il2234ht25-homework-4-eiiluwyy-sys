==> ./design.v <==
module adder16(
  input  logic [15:0] a,
  input  logic [15:0] b,
  output logic [15:0] sum
);
  assign sum = a + b;
endmodule
==> ./run.sh <==
#!/bin/bash
# OpenROAD 26Q1-2900-gdf79404cd8, Yosys 0.63+post, stock flow scripts
make -C /OpenROAD-flow-scripts/flow DESIGN_CONFIG=/design/flow/config.mk WORK_HOME=/design/flow/orfs finish
==> ./config.mk <==
export PLATFORM = sky130hd
export DESIGN_NAME = adder16
export DESIGN_NICKNAME = adder16
export VERILOG_FILES = /design/flow/design.v
export SDC_FILE = /design/flow/constraint.sdc
export NUM_CORES = 4
export LEC_CHECK = 1
export CORE_AREA = 10 10 70 70
export DIE_AREA = 0 0 80 80
==> ./constraint.sdc <==
current_design adder16

set clk_period 7.9
set clk_io_pct 0.2

create_clock -name clk0 -period $clk_period

set non_clock_inputs [all_inputs -no_clocks]
set_input_delay [expr $clk_period * $clk_io_pct] -clock clk0 $non_clock_inputs
set_output_delay [expr $clk_period * $clk_io_pct] -clock clk0 [all_outputs]
==> flow_metrics.env <==
# source this file to load flow results
export IMPL_min_period_ns=5.82
export IMPL_rows=21
export IMPL_holdPathStages=3
export IMPL_numPortBuffers=48
export IMPL_core_mm2=0.00342
export IMPL_path_max_fanout=3
export IMPL_syn_area_um2=724
export IMPL_track_usage_pct=7.54
export IMPL_chipArea_mm2=0.00640
export IMPL_peakVddDrop_uv=22.3
export IMPL_power_leakage_uw=0.000501
export IMPL_rsz0062_at_grt="no"
export IMPL_clock_buffers=0
export IMPL_drtIter0Drc=30
export IMPL_grt_max_degree=7
export IMPL_critPathCaptureType="output port"
export IMPL_detailedPlace_worstSlack_ns=2.05
export IMPL_synth_cells=98
export IMPL_finalWirelength_mm=2.41
export IMPL_place_area_mm2=0.00126
export IMPL_grt_overflow=0
export IMPL_initCoreUtil_pct=21.2
export IMPL_warnings=32
export IMPL_flop_area_um2=0
export IMPL_area_growth_pct=74.3
export IMPL_ioPinCount=48
export IMPL_grt_antenna_before_repair=0
export IMPL_tightest_slew_ns=0.420
export IMPL_firstDrtPassIters=6
export IMPL_hp_start="b[0]"
export IMPL_ctsHoldBuffers=0
export IMPL_ys_types=27
export IMPL_vias=883
export IMPL_max_slew_margin_pct=71.7
export IMPL_maxCapViolCount=0
export IMPL_maxSlewViolCount=0
export IMPL_drc=0
export IMPL_design_power_total_uw=106
export IMPL_ant_nets=0
export IMPL_routabilityCongestion=0.850
export IMPL_critPathLaunchType="input pin"
export IMPL_powerDensity_mw_per_mm2=84.1
export IMPL_viasPerCell=4.60
export IMPL_seq_cells=0
export IMPL_yosysWarnings=0
export IMPL_critPathKind="input pin to output port"
export IMPL_period_used_pct=73.7
export IMPL_tns_ns=0
export IMPL_wl_per_cell_um=12.5
export IMPL_fin_ws_ns=2.08
export IMPL_hold_class="input pin to output port"
export IMPL_area_leaders="ha_1 26%, xnor2_1 12%, a21oi_1 12%, xor2_1 6.0%, o21ai_0 5.5%"
export IMPL_fp_dieH_um=80
export IMPL_status="completed"
export IMPL_setup_viol=0
export IMPL_hold_viol=0
export IMPL_antenna_cells=0
export IMPL_drive_gt1_share_pct=2.74
export IMPL_crit_required_ns=6.32
export IMPL_grt_pass1_vias=933
export IMPL_synth_seq_share_pct=0
export IMPL_die_w_um=80
export IMPL_layout_top_cells="48 x clkdlybuf4s50_1, 17 x a21oi_1, 15 x ha_1"
export IMPL_synth_avg_cell_area_um2=7.39
export IMPL_post_cts_repair_setup_buffers=0
export IMPL_worst_hold_path_endpoint="sum[0]"
export IMPL_postCtsResizedCells=0
export IMPL_yosysTopAreaCellShare_pct=25.9
export IMPL_maxClockFrequency_mhz=172
export IMPL_whs_ns=4.19
export IMPL_grt_pass1_wl_mm=4.14
export IMPL_yosys_stat_cells=98
export IMPL_layout_cells_most_common="clkdlybuf4s50_1"
export IMPL_hpwlAfterDp_mm=2.21
export IMPL_logic_area_um2=713
export IMPL_fin_area_mm2=0.00126
export IMPL_crit_arrival_ns=4.24
export IMPL_fill_cells=356
export IMPL_ys_area_um2=724
export IMPL_largest_area_cell="ha_1"
Yosys cell counts:
master,n
a211o_1,1
a211oi_1,1
a21o_1,2
a21o_2,1
a21oi_1,17
a311oi_1,1
a311oi_2,1
a31oi_1,1
and3_1,1
fa_1,1
ha_1,15
inv_1,3
mux2i_1,1
nand2_1,9
nand3_1,4
nor2_1,2
nor2b_1,2
nor3_1,3
nor3b_1,1
o211ai_1,3
o21ai_0,8
o21bai_1,2
o22ai_1,1
o41ai_2,1
or2_2,1
xnor2_1,10
xor2_1,5
layout make-up:
class | instances | area share (%)
Inverter | 3 | 0.892
Multi-Input combinational cell | 95 | 56.5
Tap cell | 46 | 4.56
Timing Repair Buffer | 48 | 38.1
logic make-up (layout without fill, tap and decap cells):
group	Yosys count	after routing	share of synthesized area, %
AOI/OAI and AO/OA	40	40	35.2
and+or+nand+nor	23	23	15.0
adders and majority gates	16	16	28.7
xor gates and xnor gates	15	15	18.1
buffers and inverters	3	51	1.55
muxes	1	1	1.38
power by group:
group / total (µW) / switching, µW / internal (µW)
clock: 0 / 0 / 0
combinational: 106 / 38.8 / 67.5
sequential: 0 / 0 / 0
critical path, stage by stage:
cell and delay (ns):
clkdlybuf4s50_1 0.40, ha_1 0.22, fa_1 0.40, a21o_2 0.25
a311oi_2 0.35, nor3_1 0.14, o41ai_2 0.25, xnor2_1 0.16
clkdlybuf4s50_1 0.49
how the worst max path moves through the flow:
stage | end | start | slack [ns]
final | sum[12] | a[0] | 2.08
after CTS | sum[14] | a[0] | 2.05
after global routing | sum[10] | a[0] | 1.89
stage by stage:
step	std cells	util, %
floorplan	98	-
global placement	192	37.0
detailed placement	192	37.0
CTS	192	37.0
global route	192	37.0
finish	192	37.0
routing by layer:
metal,share of wire [%],vias to the layer above,wire [µm],global-route usage [%]
met5,0,-,0,0
met4,0,0,0,0
met3,7.6,0,182,1.48
met2,45,29,1070,12.4
met1,48,386,1150,10.5
li1,-,468,-,-
No activity file was given, so power comes from the tool's default toggle rates.
