**flow/constraint.sdc**
```tcl
current_design mux

set clk_period 1.0
set clk_io_pct 0.2

create_clock -name clk0 -period $clk_period

set non_clock_inputs [all_inputs -no_clocks]
set_input_delay [expr $clk_period * $clk_io_pct] -clock clk0 $non_clock_inputs
set_output_delay [expr $clk_period * $clk_io_pct] -clock clk0 [all_outputs]
```
**flow/run.sh**
```bash
#!/bin/bash
# OpenROAD 26Q1-2900-gdf79404cd8, Yosys 0.63+post, stock flow scripts
make -C /OpenROAD-flow-scripts/flow DESIGN_CONFIG=/design/flow/config.mk WORK_HOME=/design/flow/orfs finish
```
**flow/config.mk**
```make
export PLATFORM = sky130hd
export DESIGN_NAME = mux
export DESIGN_NICKNAME = mux
export VERILOG_FILES = /design/flow/design.v
export SDC_FILE = /design/flow/constraint.sdc
export NUM_CORES = 4
export LEC_CHECK = 1
export CORE_AREA = 10 10 70 70
export DIE_AREA = 0 0 80 80
```
**flow/design.v**
```verilog
module mux (
    input  logic [15:0] in_a,
    input  logic [15:0] in_b,
    input  logic        select_mux,
    output logic [15:0] out
);
    always_comb begin
        case (select_mux)
            1'b0: out = in_a;
            1'b1: out = in_b;
            default: out = in_a;  
        endcase
    end
endmodule
```
==> reports/qor.csv <==
stage,metric,value,unit
placed_design,postPlaceCellArea,786,um^2
finish,flop_area,0,um^2
setup_path,cpMaxStageDelayCell,mux2_4,
run,maxCapViolCount,0,
setup_path,cp.required,800,ps
synthesis,yosysMostFrequentCell,mux2_4,
finish,nFillCells,374,
die,fp-row-count,21,
setup_path,crit_top_cell,buf_12,
synthesis,ys_cells,18,
route,detail_route.vias_per_cell,3.18,
route,drc,0,
route,drtPass1Iterations,2,
clocking,post-cts-setup-buffers,0,
sta,slew_headroom,95.3,%
route,drt_wl_total,1.41,mm
run,warnings,34,
run_status,status,finished with violations,
die,coreArea,3420,um^2
synthesis,syn_area_per_cell,13.8,um^2
sta,min_period_over_period,106,%
synthesis,yosysWarnings,1,
synthesis,yosys.cell_types.count,4,
clocking,cts_hold_buf,0,
synthesis,top_area_share,60.3,%
setup_path,worstSetupEndpointType,output pin,
synthesis,synth_adder_area_share,0,%
placed_design,dp_hpwl,1.22,mm
synthesis,netlist_area,249,um^2
synthesis,top_area_cell,mux2_4,
sta,fmax,0.947,GHz
finish,flops,0,
sta,fin_setup_tns,-817,ps
die,die_w,80,um
synthesis,ys_chip_area,249,um^2
setup_path,cp_slowest_stage_delay,300,ps
run_status,violations,setup timing,
global_route,grt.total_usage,4.20,%
synthesis,ys_top_logic_family,multiplexers,
die,chipArea,6400,um^2
synthesis,ys_sh_xor,0,%
finish,fin_area,795,um^2
setup_path,cp_max_fo,8,
sta,fin_ws,-56.4,ps
global_route,grt_pass1_vias,430,
sta,drv_slew,0,
synthesis,area_leaders,"mux2_4 (60%), mux2_2 (27%), buf_12 (8.0%), buf_6 (4.5%)",
route,initialDrtViolationCount,2,
finish,synthToLayoutAreaGrowth,219,%
synthesis,netlist_instances,18,
setup_path,critPathLaunchType,primary input,
synthesis,aoi_share,0,%
setup_path,crit_type,in2out,
placed_design,place_congestion,0.815,
synthesis,mux_share,87.4,%
die,die_h,80,um
die,fp_util,7.29,%
die,ios,49,
sta,finalHoldViolCount,0,
power_and_ir_drop,ir_worst_vdd,0.151,mV
min_path,holdPathStages,3,
global_route,grt-ovfl-total,0,
sta,worst_pin_slew,71.0,ps
global_route,grt_pass1_wl,2.19,mm
route,insertedDiodeCount,0,
placed_design,place_ws,-853,ps
sta,final.min_clock_period,1060,ps
min_path,hold_path_class,in2out,
route,wire_per_inst,12.4,um
finish,drive_gt1_share,52.2,%
route,dr_total_vias,359,
power_and_ir_drop,power_density,379,nW/um^2
global_route,grt_start_max_net_pins,9,
placed_design,portBuffers,49,
synthesis,top_cells_by_count,"mux2_4 (10), mux2_2 (6), buf_12 (1), buf_6 (1)",
setup_path,arrival,860,ps
finish,clock_buffers,0,
synthesis,simple_gate_area_share,0,%
sta,rsz0062_at_grt,true,
global_route,antenna_found_initial,0,
sta,setup_viol,16,
power_and_ir_drop,leakagePower,0.417,nW
synthesis,ys_seq_share,0,%
setup_path,path_cells,"buf_12, buf_12, mux2_4, buf_6",
route,ant_nets,0,
metrics by stage:
stage | util [%] | instances | total power (W) | hold slack (ps)
2_1_floorplan | - | 18 | 0.0000893 | 498
3_3_place_gp | 23.0 | 112 | 0.000319 | 1440
3_5_place_dp | 23.0 | 112 | 0.000319 | 1440
4_1_cts | 22.3 | 113 | 0.000286 | 801
5_1_grt | 23.3 | 113 | 0.000326 | 812
6_report | 23.3 | 113 | 0.000301 | 794
cell usage in the layout, fill, tap and decap left out:
cell,netlist,layout
dlygate4sd2_1,0,32
buf_12,1,2
buf_16,0,1
buf_6,1,11
mux2_4,10,16
buf_2,0,5
layout make-up:
cell class                 instances  area, um^2  share of cell area (%)
multi-input combinational         16         240                    30.2
tap                               46        57.6                    7.24
timing repair buffer              51         497                    62.5
per-layer routing:
layer  wire [um]  GRT usage [%]
met5           0              0
met4           0              0
met3         329           3.30
met2         337           4.49
met1         738           6.39
kinds of logic (layout without fill, tap and decap cells):
kind of cell | Yosys count | in the layout
multiplexers | 16 | 16
buffers and inverters | 2 | 51
power breakdown:
| group | internal, W | leakage [nW] | switching (W) |
|---|---|---|---|
| Clock | 0 | 0 | 0 |
| Sequential | 0 | 0 | 0 |
| Combinational | 0.000234 | 0.417 | 0.0000674 |
path summary, 6_finish.rpt:
kind / start / endpoint / slack, ps
setup / recovery: select_mux / out[14] / -60
hold / removal: in_a[5] / out[5] / 790
critical path: cells and delay by family:
kind,cells,cell delay (ps)
buffers and inverters,3,360
muxes,1,300
repair_timing:
action                                  CTS  global route
resized                                 102             5
endpoints found under the setup margin   16            16
cloned                                    1             0
endpoints found under the hold margin     0             0
Power figures rest on the tool's default switching activity, not on a simulated workload.
